<file path="run.sh">
#!/bin/bash
# OpenROAD 26Q1-2900-gdf79404cd8, Yosys 0.63+post, stock flow scripts
make -C /OpenROAD-flow-scripts/flow DESIGN_CONFIG=/design/flow/config.mk WORK_HOME=/design/flow/orfs finish
</file>
<file path="config.mk">
export PLATFORM = sky130hd
export DESIGN_NAME = full_adder_4b
export DESIGN_NICKNAME = full_adder_4b
export VERILOG_FILES = /design/flow/design.v
export SDC_FILE = /design/flow/constraint.sdc
export NUM_CORES = 4
export LEC_CHECK = 1
export CORE_AREA = 10 10 70 70
export DIE_AREA = 0 0 80 80
</file>
<file path="constraint.sdc">
current_design full_adder_4b

set clk_period 3.0
set clk_io_pct 0.2

create_clock -name clk0 -period $clk_period

set non_clock_inputs [all_inputs -no_clocks]
set_input_delay [expr $clk_period * $clk_io_pct] -clock clk0 $non_clock_inputs
set_output_delay [expr $clk_period * $clk_io_pct] -clock clk0 [all_outputs]
</file>
<file path="design.v">
module full_adder_4b(a, b, cin, sum, cout);
input [3:0] a, b;
input cin;
output [3:0] sum;
output cout;
reg [4:0] temp;
always @(*)  
begin
temp = {1'b0,a} + {1'b0,b} + {1'b0,cin};
end
assign sum = temp[3:0];
assign cout = temp[4];
endmodule
</file>
==> impl_metrics.py <==
# Auto-generated metrics
metrics = {
    "drt": {
        "drtPass1Iterations": 2,
        "n_antenna_cell": 0,
        "antenna_left": 0,
        "drc": 0,
        "viasPerCell": 2.03,
        "post_drt_wl_per_cell_um": 6.63,
        "wirelength_um": 504,
        "vias": 154,
        "drtIter0Drc": 1,
    },
    "timing": {
        "setup-violations-final": 0,
        "grt_setup_unrepaired": "no",
        "finalWorstSetupSlack_ns": 0.128,
        "tns_ns": 0,
        "slew_viol_final": 0,
        "fmax_ghz": 0.348,
        "max_slew_margin_pct": 90.7,
        "hold_viol_final": 0,
        "worstMarginPinSlew_ns": 0.139,
        "min_period_ns": 2.87,
        "finalClockPeriodUsage_pct": 95.7,
    },
    "placement": {
        "place_hpwl_um": 483,
        "gp_congestion": 0.770,
        "dp_slack_ns": -0.0949,
        "io_buffer_count": 14,
    },
    "global_routing": {
        "gr-usage-all-layers_pct": 1.43,
        "grt_overflow": 0,
        "grt_pass1_wl_um": 710,
        "first_global_vias": 146,
        "grt_max_degree": 4,
        "antenna_found_initial": 0,
    },
    "floorplanning": {
        "fp_util_pct": 4.21,
        "fp.dieW_um": 80,
        "core_region_area_um2": 3420,
        "std_cell_rows": 21,
        "num_io_pins": 14,
        "fp.dieH_um": 80,
        "die_area_um2": 6400,
    },
    "worst_setup_path": {
        "required_ns": 2.40,
        "arrival_ns": 2.27,
        "cp-start-kind": "input port",
        "crit_fanout": 2,
        "end_kind": "output pin",
        "path_class": "in -> out",
    },
    "finish": {
        "seq_area_um2": 0,
        "drive_gt1_share_pct": 10.0,
        "post-route-util_pct": 10.0,
        "area.growth.synth_to_final_pct": 138,
        "ff_count": 0,
        "clockBufferCount": 0,
    },
    "power": {
        "p_leak_nw": 0.137,
        "p_per_area_nw_per_um2": 165,
        "max-vdd-ir-drop_uv": 18.7,
    },
    "run_status": {
        "status": "finished, final reports clean",
    },
    "run": {
        "maxCapViolations": 0,
        "tool_warnings": 35,
    },
    "yosys": {
        "synth_area_um2": 144,
        "syn_area_per_cell_um2": 8.99,
        "ys_types": 9,
        "ys_seq_share_pct": 0,
        "ys_cells": 16,
        "syn_inst": 16,
        "yosys_warnings": 1,
        "ys_area_um2": 144,
    },
    "worst_hold_path": {
        "min_path_cells": 3,
        "hp-class": "in -> out",
    },
}
[logic make-up (layout without fill, tap and decap cells)]
| kind of cell | Yosys count | after routing | synth area share [%] |
|---|---|---|---|
| XOR/XNOR | 2 | 2 | 12.2 |
| AND-OR/OR-AND | 3 | 3 | 14.8 |
| AND/OR/NAND/NOR | 2 | 2 | 8.70 |
| adder cells (fa/ha/maj) | 5 | 5 | 53.9 |
| buffers and inverters | 4 | 18 | 10.4 |
[timing repair]
action                     4_1_cts  5_1_grt
setup endpoints to repair        4        0
hold buffers                     0        0
setup buffers                    0        0
gates resized                    6        0
[worst paths after layout]
path,start,end,slack (ns)
hold / removal,a[0],sum[0],2.06
setup / recovery,cin,sum[1],0.13
[metrics by stage]
stage	instances	hold WS (ns)	cell area (um^2)	total power (W)
2_1_floorplan	16	1.30	144	0.0000178
3_5_place_dp	76	2.29	342	0.0000583
4_1_cts	76	2.06	343	0.0000584
6_report	76	2.06	343	0.0000567
5_1_grt	76	2.09	343	0.0000639
3_3_place_gp	76	2.29	342	0.0000580
[final cells by class]
cell class	count	area, um^2
multi-input cells	12	134
fillers	408	3070
well taps	46	57.6
inverters	4	15.0
repair buffers	14	136
[metal layers]
| layer | wire [um] | up-vias | share of wire, % | global-route usage [%] |
|---|---|---|---|---|
| met4 | 0 | 0 | 0 | 0 |
| li1 | - | 78 | - | - |
| met5 | 0 | - | 0 | 0 |
| met2 | 140 | 12 | 28 | 1.61 |
| met3 | 174 | 0 | 35 | 1.82 |
| met1 | 189 | 64 | 38 | 1.72 |
[where the power goes]
| group | switching, W | internal (W) |
|---|---|---|
| combinational | 0.0000169 | 0.0000398 |
| clock | 0 | 0 |
| sequential | 0 | 0 |
[Yosys cell counts, drive strengths merged]
master,number,share of area [%]
xnor2,2,12
inv,4,10
nand2b,1,4.4
a21o,1,5.2
a21oi,1,6.1
fa,2,28
ha,3,26
o21ai,1,3.5
nor2b,1,4.4
[critical path, stage by stage]
cell and delay, ns:
dlygate4sd2_1 0.25, fa_2 0.39, inv_1 0.09, fa_2 0.43, inv_1 0.06, clkdlybuf4s50_1 0.46
[cells in the final DEF (no fill, tap or decap), drive strengths merged]
| cell | Yosys | layout |
|---|---|---|
| nor2b | 1 | 1 |
| dlygate4sd2 | 0 | 3 |
| xnor2 | 2 | 2 |
| o21ai | 1 | 1 |
| a21oi | 1 | 1 |
| a21o | 1 | 1 |
| clkdlybuf4s50 | 0 | 11 |
| inv | 4 | 4 |
| nand2b | 1 | 1 |
| ha | 3 | 3 |
| fa | 2 | 2 |
Power and IR drop assume default switching activity.
