==> flow/design.v <==
module mux_2to1(
input g,
input h,
input m,
output reg f
);
always@(*) begin
case(m)
1'b0: f = h;
1'b1: f = g;
endcase
end
endmodule
module logic_unit(
input a,
input b,
input [1:0] s,
output reg h
);
always@(*) begin
case(s)
2'b00: h = a & b;  
2'b01: h = a | b;  
2'b10: h = a ^ b;  
2'b11: h = ~(a ^ b);  
endcase
end
endmodule
module arithmetic_unit(
input a,
input b,
input cin,
input [1:0] s,
output reg g,
output reg cout
);
reg c1, c2, s1;  
always@(*) begin
case(s)
2'b00:  
begin
g = a ^ cin;
cout = a & cin;
end
2'b01:  
begin
s1 = a ^ b;
c1 = a & b;
g = s1 ^ cin;
c2 = s1 & cin;
cout = c1 | c2;
end
2'b10:  
begin
s1 = a ^ (~b);
c1 = a & (~b);
g = s1 ^ cin;
c2 = s1 & cin;
cout = c1 | c2;
end
2'b11:  
begin
s1 = (~a) ^ b;
c1 = (~a) & b;
g = s1 ^ cin;
c2 = s1 & cin;
cout = c1 | c2;
end
endcase
end
endmodule
module alu(
input a,
input b,
input cin,
input m,
input [1:0] s,
output f,
output cout
);
wire g, h;
logic_unit u1(a, b, s, h);
arithmetic_unit u2(a, b, cin, s, g, cout);
mux_2to1 u3(g, h, m, f);
endmodule
module alu_4b(
input [3:0] a,
input [3:0] b,
input cin,
input m,
input [1:0] s,
output [3:0] f,
output cout
);
wire c1, c2, c3;  
alu alu1(a[0], b[0], cin, m, s, f[0], c1);
alu alu2(a[1], b[1], c1, m, s, f[1], c2);
alu alu3(a[2], b[2], c2, m, s, f[2], c3);
alu alu4(a[3], b[3], c3, m, s, f[3], cout);
endmodule
==> flow/run.sh <==
#!/bin/bash
# OpenROAD 26Q1-2900-gdf79404cd8, Yosys 0.63+post, stock flow scripts
make -C /OpenROAD-flow-scripts/flow DESIGN_CONFIG=/design/flow/config.mk WORK_HOME=/design/flow/orfs finish
==> flow/config.mk <==
export PLATFORM = sky130hd
export DESIGN_NAME = alu_4b
export DESIGN_NICKNAME = alu_4b
export VERILOG_FILES = /design/flow/design.v
export SDC_FILE = /design/flow/constraint.sdc
export NUM_CORES = 4
export LEC_CHECK = 1
export CORE_AREA = 10 10 70 70
export DIE_AREA = 0 0 80 80
==> flow/constraint.sdc <==
current_design alu_4b

set clk_period 3.8
set clk_io_pct 0.2

create_clock -name clk0 -period $clk_period

set non_clock_inputs [all_inputs -no_clocks]
set_input_delay [expr $clk_period * $clk_io_pct] -clock clk0 $non_clock_inputs
set_output_delay [expr $clk_period * $clk_io_pct] -clock clk0 [all_outputs]
==> flow_metrics.rpt <==
IMPLEMENTATION SUMMARY REPORT
----------------------------------------------------
[Run status]
  Outcome ........................ completed

[Yosys]
  Area share of and/or/nand/nor cells after synthesis ........................ 16.09%
  Compound-Gate Fraction of Synth Area ........................ 34.54%
  Share of synthesized cell area in full adder, half adder and majority cells ........................ 22.19%
  Synth Seq Share ........................ 0%
  Yosys top cell area share ........................ 22.19%
  Count of warnings emitted by yosys ........................ 3
  Yosys stat area ........................ 902.1 sq um
  Top area cells in the synthesized netlist ........................ ha_1, xor2_1, inv_1
  Main combinational cell family by area after synthesis ........................ AND-OR/OR-AND gates
  Multiplexer fraction of the synthesized cell area ........................ 4.993%
  Cell Area, Synth ........................ 902.1 sq um
  Syn Area/Cell ........................ 7.275 sq um
  Cell count after synthesis ........................ 124
  Number of cells in Yosys stat ........................ 124
  XOR/XNOR share of the synthesized area ........................ 7.767%
  Cell type with the largest total area after synthesis ........................ ha_1
  Cell variety after synth ........................ 42

[Run]
  Tool Warnings ........................ 45
  # Max-Cap Violations ........................ 0

[Critical path]
  Worst-path cell chain ........................ clkdlybuf4s50_1 > inv_1 > ha_2 > nor4b_4 > a32oi_1 > and4_4 > o31a_1 > a32o_1 > clkdlybuf4s50_1
  Type of element launching the critical path ........................ input pin
  Critical path depth ........................ 9
  Capturing element type of the critical path ........................ primary output
  CP delay by family, top ........................ buffers and inverters
  Cell type with the highest occurrence count on the critical path ........................ clkdlybuf4s50_1
  WP buf/inv ........................ 3
  Critical-path cell with the highest stage delay ........................ clkdlybuf4s50_1
  Largest stage delay on the critical path ........................ 470 ps
  Critical Path RT ........................ 3040 ps
  CP arrival ........................ 3010 ps
  Startpoint-to-endpoint class of the critical path ........................ in2out
  Top fanout value on the critical path ........................ 2

[GRT]
  Maximum number of pins on one net before global-route repair ........................ 14
  Initial antenna violation count ........................ 0
  Wire length of the first global-routing pass ........................ 4015 um
  Total global-route track usage ........................ 7.273%
  Total grt overflow ........................ 0
  Via count of the first global-routing pass ........................ 917

[Power and ir drop]
  Clock power frac ........................ 0%
  Internal power consumption ........................ 0.09257 mW
  Relative contribution of combinational cells to total power ........................ 100.0%
  Power per unit of standard cell area ........................ 125.9 nW/um^2
  Switching power ........................ 0.07391 mW
  Flop pwr share ........................ 0%
  Total power of the final layout ........................ 0.1665 mW
  VDD IR max ........................ 45.49 uV
  Net switching share of the total power ........................ 44.40%
  Leakage ........................ 0.6108 nW

[Final layout]
  Fraction of final layout cells sized beyond drive strength 1 ........................ 29.68%
  Flops ........................ 0
  Most frequent logic cell in the layout ........................ buf_4
  Synthesis-to-finish area growth ........................ 46.60%
  Register Area ........................ 0 sq um
  Clock buffers ........................ 0
  Leading cell types in the layout, fill and taps excluded ........................ buf_4, ha_1, clkdlybuf4s50_1, inv_1
  Number of inserted filler cells in the final layout ........................ 376
  Final standard cell count with taps included and fillers excluded ........................ 201

[Clocking]
  Post-CTS setup repair buffer count ........................ 0
  Hold bufs inserted after CTS ........................ 0

[Final timing]
  Number of endpoints failing setup at the final stage ........................ 0
  Worst Max-Slew Pin Slew ........................ 310.8 ps
  Max Fclk ........................ 0.2651 GHz
  Post-layout min period ........................ 3772 ps
  Final clock period utilization by the worst path ........................ 99.26%
  Final max-slew violation count ........................ 0
  Number of hold violations in the final report ........................ 0
  RSZ-0062 raised after global routing ........................ true
  Relative slew slack ........................ 79.21%

[Floorplan]
  Width of the chip ........................ 80 um
  Pre-placement core utilization ........................ 26.41%
  Total number of placement rows ........................ 21
  Core region area ........................ 3416 sq um
  IO Pins ........................ 17
  Die height ........................ 80 um
  DIE AREA ........................ 6400 sq um

[Route]
  Aggregate routed wire length ........................ 2399 um
  Via total after detailed routing ........................ 960
  DR DRC count ........................ 0
  # diodes ........................ 0
  Mean routed wirelength per cell ........................ 11.94 um
  Detailed Routing Iterations Pass 1 ........................ 4
  Violation tally from detailed-route iteration zero ........................ 58
  Routed via count divided by cell count ........................ 4.776
  Number of antenna-violating nets in the routed design ........................ 0

[Placed design]
  GPL Wtd Cong ........................ 0.8472
  Placed Cells ........................ 201
  Port Buf Inserts ........................ 17
  Placed wire-length estimate after detailed placement ........................ 2018 um

[Min path]
  Kind of path behind the tightest hold check ........................ in2out
  Worst hold stages ........................ 5

----------------------------------------------------
[routing by layer]
layer  vias up  wire [um]  track usage (%)
met1       432       1182            10.09
li1        511          -                -
met4         0          0                0
met3         0         70           0.4545
met5         -          0                0
met2        17       1146            12.68
[cell usage after synthesis, types with 2 or more instances]
cell type and number:
clkbuf_1 2, nor2_1 6, inv_1 12, o21ai_0 8, o21ai_1 2, xnor2_1 2
buf_4 5, a22oi_1 2, nand2b_1 3, a21o_1 2, nand3_1 4, a211oi_1 5
mux2i_1 3, o31a_1 2, o221ai_1 2, buf_2 5, a21oi_1 6, ha_1 16
o2111ai_1 2, xor2_1 6, nand2_1 6, nor2b_1 3
[path summary, 6_finish.rpt]
kind,startpoint,end
worst max-delay path,b[2],f[3]
worst min-delay path,s[0],cout
[through the flow]
stage / util (%) / hold WS (ps) / setup TNS (ps) / setup slack, ps / instance area (sq um)
2_1_floorplan: - / 1674 / 0 / 646.9 / 902.1
3_3_place_gp: 36.74 / 2677 / -530.9 / -174.0 / 1255
3_5_place_dp: 36.74 / 2669 / -662.0 / -206.7 / 1255
4_1_cts: 37.99 / 2602 / 0 / 5.254 / 1297
5_1_grt: 38.72 / 2622 / -100.4 / -86.47 / 1323
6_report: 38.72 / 2531 / 0 / 28.00 / 1323
[worst min-delay path, cell delays in order]
cell and delay (ps):
dlymetal6s2s_1 190, nor2b_2 230, nand2_1 70, o2111ai_1 100, clkdlybuf4s50_1 420
[what timing repair did]
item	4_1_cts	5_1_grt
resized	18	7
endpoints found under the setup margin	4	4
pin swaps	5	1
[layout make-up]
type	count	area (sq um)	area share (%)
multi-input combinational	98	839.6	63.48
tap	46	57.56	4.352
timing repair buffer	45	380.4	28.76
inverter	12	45.04	3.406
[kinds of logic (layout without fill, tap and decap cells)]
logic type / count (synthesis) / count (layout)
AND-OR/OR-AND: 43 / 43
AND/OR/NAND/NOR: 27 / 27
buffers and inverters: 26 / 57
adder cells (fa/ha/maj): 16 / 16
XOR/XNOR: 8 / 8
multiplexers: 4 / 4
[power by group through the flow]
stage,sequential [mW],clock [mW],combinational (mW)
4_1_cts,0,0,0.163
5_1_grt,0,0,0.184
6_report,0,0,0.166
Power is estimated from default activity; no workload was simulated.
